==> flow/design.v <==
`timescale 1ns / 1ps
module sbox(data,dout);
	 input [7:0] data;
	 output reg [7:0] dout;
	 always@(data)
	 begin
	 case (data)           
       8'h00              : dout <= 8'h63;
       8'h01              : dout <= 8'h7c;
       8'h02              : dout <= 8'h77;
       8'h03              : dout <= 8'h7b;
       8'h04              : dout <= 8'hf2;
       8'h05              : dout <= 8'h6b;
       8'h06              : dout <= 8'h6f;
       8'h07              : dout <= 8'hc5;
       8'h08              : dout <= 8'h30;
       8'h09              : dout <= 8'h01;
       8'h0a              : dout <= 8'h67;
       8'h0b              : dout <= 8'h2b;
       8'h0c              : dout <= 8'hfe;
       8'h0d              : dout <= 8'hd7;
       8'h0e              : dout <= 8'hab;
       8'h0f              : dout <= 8'h76;
       8'h10              : dout <= 8'hca;
       8'h11              : dout <= 8'h82;
       8'h12              : dout <= 8'hc9;
       8'h13              : dout <= 8'h7d;
       8'h14              : dout <= 8'hfa;
       8'h15              : dout <= 8'h59;
       8'h16              : dout <= 8'h47;
       8'h17              : dout <= 8'hf0;
       8'h18              : dout <= 8'had;
       8'h19              : dout <= 8'hd4;
       8'h1a              : dout <= 8'ha2;
       8'h1b              : dout <= 8'haf;
       8'h1c              : dout <= 8'h9c;
       8'h1d              : dout <= 8'ha4;
       8'h1e              : dout <= 8'h72;
       8'h1f              : dout <= 8'hc0;
       8'h20              : dout <= 8'hb7;
       8'h21              : dout <= 8'hfd;
       8'h22              : dout <= 8'h93;
       8'h23              : dout <= 8'h26;
       8'h24              : dout <= 8'h36;
       8'h25              : dout <= 8'h3f;
       8'h26              : dout <= 8'hf7;
       8'h27              : dout <= 8'hcc;
       8'h28              : dout <= 8'h34;
       8'h29              : dout <= 8'ha5;
       8'h2a              : dout <= 8'he5;
       8'h2b              : dout <= 8'hf1;
       8'h2c              : dout <= 8'h71;
       8'h2d              : dout <= 8'hd8;
       8'h2e              : dout <= 8'h31;
       8'h2f              : dout <= 8'h15;
       8'h30              : dout <= 8'h04;
       8'h31              : dout <= 8'hc7;
       8'h32              : dout <= 8'h23;
       8'h33              : dout <= 8'hc3;
       8'h34              : dout <= 8'h18;
       8'h35              : dout <= 8'h96;
       8'h36              : dout <= 8'h05;
       8'h37              : dout <= 8'h9a;
       8'h38              : dout <= 8'h07;
       8'h39              : dout <= 8'h12;
       8'h3a              : dout <= 8'h80;
       8'h3b              : dout <= 8'he2;
       8'h3c              : dout <= 8'heb;
       8'h3d              : dout <= 8'h27;
       8'h3e              : dout <= 8'hb2;
       8'h3f              : dout <= 8'h75;
       8'h40              : dout <= 8'h09;
       8'h41              : dout <= 8'h83;
       8'h42              : dout <= 8'h2c;
       8'h43              : dout <= 8'h1a;
       8'h44              : dout <= 8'h1b;
       8'h45              : dout <= 8'h6e;
       8'h46              : dout <= 8'h5a;
       8'h47              : dout <= 8'ha0;
       8'h48              : dout <= 8'h52;
       8'h49              : dout <= 8'h3b;
       8'h4a              : dout <= 8'hd6;
       8'h4b              : dout <= 8'hb3;
       8'h4c              : dout <= 8'h29;
       8'h4d              : dout <= 8'he3;
       8'h4e              : dout <= 8'h2f;
       8'h4f              : dout <= 8'h84;
       8'h50              : dout <= 8'h53;
       8'h51              : dout <= 8'hd1;
       8'h52              : dout <= 8'h00;
       8'h53              : dout <= 8'hed;
       8'h54              : dout <= 8'h20;
       8'h55              : dout <= 8'hfc;
       8'h56              : dout <= 8'hb1;
       8'h57              : dout <= 8'h5b;
       8'h58              : dout <= 8'h6a;
       8'h59              : dout <= 8'hcb;
       8'h5a              : dout <= 8'hbe;
       8'h5b              : dout <= 8'h39;
       8'h5c              : dout <= 8'h4a;
       8'h5d              : dout <= 8'h4c;
       8'h5e              : dout <= 8'h58;
       8'h5f              : dout <= 8'hcf;
       8'h60              : dout <= 8'hd0;
       8'h61              : dout <= 8'hef;
       8'h62              : dout <= 8'haa;
       8'h63              : dout <= 8'hfb;
       8'h64              : dout <= 8'h43;
       8'h65              : dout <= 8'h4d;
       8'h66              : dout <= 8'h33;
       8'h67              : dout <= 8'h85;
       8'h68              : dout <= 8'h45;
       8'h69              : dout <= 8'hf9;
       8'h6a              : dout <= 8'h02;
       8'h6b              : dout <= 8'h7f;
       8'h6c              : dout <= 8'h50;
       8'h6d              : dout <= 8'h3c;
       8'h6e              : dout <= 8'h9f;
       8'h6f              : dout <= 8'ha8;
       8'h70              : dout <= 8'h51;
       8'h71              : dout <= 8'ha3;
       8'h72              : dout <= 8'h40;
       8'h73              : dout <= 8'h8f;
       8'h74              : dout <= 8'h92;
       8'h75              : dout <= 8'h9d;
       8'h76              : dout <= 8'h38;
       8'h77              : dout <= 8'hf5;
       8'h78              : dout <= 8'hbc;
       8'h79              : dout <= 8'hb6;
       8'h7a              : dout <= 8'hda;
       8'h7b              : dout <= 8'h21;
       8'h7c              : dout <= 8'h10;
       8'h7d              : dout <= 8'hff;
       8'h7e              : dout <= 8'hf3;
       8'h7f              : dout <= 8'hd2;
       8'h80              : dout <= 8'hcd;
       8'h81              : dout <= 8'h0c;
       8'h82              : dout <= 8'h13;
       8'h83              : dout <= 8'hec;
       8'h84              : dout <= 8'h5f;
       8'h85              : dout <= 8'h97;
       8'h86              : dout <= 8'h44;
       8'h87              : dout <= 8'h17;
       8'h88              : dout <= 8'hc4;
       8'h89              : dout <= 8'ha7;
       8'h8a              : dout <= 8'h7e;
       8'h8b              : dout <= 8'h3d;
       8'h8c              : dout <= 8'h64;
       8'h8d              : dout <= 8'h5d;
       8'h8e              : dout <= 8'h19;
       8'h8f              : dout <= 8'h73;
       8'h90              : dout <= 8'h60;
       8'h91              : dout <= 8'h81;
       8'h92              : dout <= 8'h4f;
       8'h93              : dout <= 8'hdc;
       8'h94              : dout <= 8'h22;
       8'h95              : dout <= 8'h2a;
       8'h96              : dout <= 8'h90;
       8'h97              : dout <= 8'h88;
       8'h98              : dout <= 8'h46;
       8'h99              : dout <= 8'hee;
       8'h9a              : dout <= 8'hb8;
       8'h9b              : dout <= 8'h14;
       8'h9c              : dout <= 8'hde;
       8'h9d              : dout <= 8'h5e;
       8'h9e              : dout <= 8'h0b;
       8'h9f              : dout <= 8'hdb;
       8'ha0              : dout <= 8'he0;
       8'ha1              : dout <= 8'h32;
       8'ha2              : dout <= 8'h3a;
       8'ha3              : dout <= 8'h0a;
       8'ha4              : dout <= 8'h49;
       8'ha5              : dout <= 8'h06;
       8'ha6              : dout <= 8'h24;
       8'ha7              : dout <= 8'h5c;
       8'ha8              : dout <= 8'hc2;
       8'ha9              : dout <= 8'hd3;
       8'haa              : dout <= 8'hac;
       8'hab              : dout <= 8'h62;
       8'hac              : dout <= 8'h91;
       8'had              : dout <= 8'h95;
       8'hae              : dout <= 8'he4;
       8'haf              : dout <= 8'h79;
       8'hb0              : dout <= 8'he7;
       8'hb1              : dout <= 8'hc8;
       8'hb2              : dout <= 8'h37;
       8'hb3              : dout <= 8'h6d;
       8'hb4              : dout <= 8'h8d;
       8'hb5              : dout <= 8'hd5;
       8'hb6              : dout <= 8'h4e;
       8'hb7              : dout <= 8'ha9;
       8'hb8              : dout <= 8'h6c;
       8'hb9              : dout <= 8'h56;
       8'hba              : dout <= 8'hf4;
       8'hbb              : dout <= 8'hea;
       8'hbc              : dout <= 8'h65;
       8'hbd              : dout <= 8'h7a;
       8'hbe              : dout <= 8'hae;
       8'hbf              : dout <= 8'h08;
       8'hc0              : dout <= 8'hba;
       8'hc1              : dout <= 8'h78;
       8'hc2              : dout <= 8'h25;
       8'hc3              : dout <= 8'h2e;
       8'hc4              : dout <= 8'h1c;
       8'hc5              : dout <= 8'ha6;
       8'hc6              : dout <= 8'hb4;
       8'hc7              : dout <= 8'hc6;
       8'hc8              : dout <= 8'he8;
       8'hc9              : dout <= 8'hdd;
       8'hca              : dout <= 8'h74;
       8'hcb              : dout <= 8'h1f;
       8'hcc              : dout <= 8'h4b;
       8'hcd              : dout <= 8'hbd;
       8'hce              : dout <= 8'h8b;
       8'hcf              : dout <= 8'h8a;
       8'hd0              : dout <= 8'h70;
       8'hd1              : dout <= 8'h3e;
       8'hd2              : dout <= 8'hb5;
       8'hd3              : dout <= 8'h66;
       8'hd4              : dout <= 8'h48;
       8'hd5              : dout <= 8'h03;
       8'hd6              : dout <= 8'hf6;
       8'hd7              : dout <= 8'h0e;
       8'hd8              : dout <= 8'h61;
       8'hd9              : dout <= 8'h35;
       8'hda              : dout <= 8'h57;
       8'hdb              : dout <= 8'hb9;
       8'hdc              : dout <= 8'h86;
       8'hdd              : dout <= 8'hc1;
       8'hde              : dout <= 8'h1d;
       8'hdf              : dout <= 8'h9e;
       8'he0              : dout <= 8'he1;
       8'he1              : dout <= 8'hf8;
       8'he2              : dout <= 8'h98;
       8'he3              : dout <= 8'h11;
       8'he4              : dout <= 8'h69;
       8'he5              : dout <= 8'hd9;
       8'he6              : dout <= 8'h8e;
       8'he7              : dout <= 8'h94;
       8'he8              : dout <= 8'h9b;
       8'he9              : dout <= 8'h1e;
       8'hea              : dout <= 8'h87;
       8'heb              : dout <= 8'he9;
       8'hec              : dout <= 8'hce;
       8'hed              : dout <= 8'h55;
       8'hee              : dout <= 8'h28;
       8'hef              : dout <= 8'hdf;
       8'hf0              : dout <= 8'h8c;
       8'hf1              : dout <= 8'ha1;
       8'hf2              : dout <= 8'h89;
       8'hf3              : dout <= 8'h0d;
       8'hf4              : dout <= 8'hbf;
       8'hf5              : dout <= 8'he6;
       8'hf6              : dout <= 8'h42;
       8'hf7              : dout <= 8'h68;
       8'hf8              : dout <= 8'h41;
       8'hf9              : dout <= 8'h99;
       8'hfa              : dout <= 8'h2d;
       8'hfb              : dout <= 8'h0f;
       8'hfc              : dout <= 8'hb0;
       8'hfd              : dout <= 8'h54;
       8'hfe              : dout <= 8'hbb;
       8'hff              : dout <= 8'h16;
       default            : dout <= 8'h00;
endcase
end
endmodule
==> flow/run.sh <==
#!/bin/bash
# OpenROAD 26Q1-2900-gdf79404cd8, Yosys 0.63+post, stock flow scripts
make -C /OpenROAD-flow-scripts/flow DESIGN_CONFIG=/design/flow/config.mk WORK_HOME=/design/flow/orfs finish
==> flow/config.mk <==
export PLATFORM = sky130hd
export DESIGN_NAME = sbox
export DESIGN_NICKNAME = sbox
export VERILOG_FILES = /design/flow/design.v
export SDC_FILE = /design/flow/constraint.sdc
export NUM_CORES = 4
export LEC_CHECK = 1
export CORE_UTILIZATION = 40
==> flow/constraint.sdc <==
current_design sbox

set clk_period 3.1
set clk_io_pct 0.2

create_clock -name clk0 -period $clk_period

set non_clock_inputs [all_inputs -no_clocks]
set_input_delay [expr $clk_period * $clk_io_pct] -clock clk0 $non_clock_inputs
set_output_delay [expr $clk_period * $clk_io_pct] -clock clk0 [all_outputs]
==> impl_metrics.yaml <==
# physical design summary
floorplan:
  die_h_um: 95.5
  die_x_um: 95.5
  io_pins: 16
  rows: 33
  core_area_um2: 8340
  die-area_um2: 9120
  initCoreUtil: 0.419
routing:
  routed_via_density: 7.29
  drtAntennaViolNets: 0
  vias: 6088
  finalWirelength_mm: 23.2
  num_antenna_cells: 0
  drt-initial-drc-count: 819
  drt-pass1-iter-count: 8
  drc: 0
  wl_per_cell_um: 27.7
finish:
  fill_cells: 617
  nClkBuffers: 0
  syn2layout_area_growth_pct: 67.6
  drive_above_1_share: 0.451
  regArea_um2: 0
  fin_area_um2: 5860
  stdcell_count: 835
  design.seq.count: 0
clock_tree:
  cts_hold_buf: 0
grt:
  grt_start_max_net_pins: 37
  grt_pass1_wl_mm: 34.3
  overflow: 0
  grt_util_all_layers: 0.527
  antenna_found_initial: 0
  grt_pass1_vias: 5620
synthesis:
  synth_cell_type_count: 70
  simple_gate_share: 0.308
  ys_warn_count: 1
  synthXorXnorAreaFrac: 0.00501
  synth_area_um2: 3500
  top_logic_kind: "AND-OR/OR-AND gates"
  avgSynthCellArea_um2: 6.19
  postSynthCellCount: 565
  yosys_cells: 565
  yosysChipArea_um2: 3500
  synthAoiAreaFrac: 0.473
  ys_sh_mux: 0.0329
  synthAdderAreaFrac: 0.0536
  ys_seq_frac: 0
critical_path:
  cp.required_ps: 2480
  crit_path_top_delay_cell: "nor2b_4"
  arrival_ps: 2730
  critical_path_class: "input port to output pin"
  crit_fanout: 5
  end_kind: "output pin"
  max_stage_delay_ps: 330
  path_common_cell: "buf_6"
  start_kind: "input port"
  cp_cell_sequence: "buf_12 -> clkinvlp_4 -> ha_4 -> buf_6 -> nor2b_4 -> buf_6 -> o21ai_4 -> o311a_1 -> a311oi_2 -> o22ai_1 -> or3_1 -> buf_2"
worst_hold_path:
  hp-class: "input port to output pin"
final_timing:
  period_used_share: 1.08
  layout_setup_ws_ps: -254
  tns_ps: -1060
  max_slew_margin: 0.612
  period_needed_ps: 3350
  fmax_mhz: 298
  rsz0062_at_grt: "yes"
  worst_pin_slew_ps: 579
  slew_violations: 0
  setup_viol: 7
  hold_viol_final: 0
run_status:
  violations: "setup timing"
  status: "finished with violations"
place:
  dp_hpwl_mm: 15.8
  place_inst: 812
  place_congestion: 1.17
  io_buffers: 16
  place_area_um2: 5010
power:
  power_leakage_nw: 2.38
  pwr_density_cell_nw_per_um2: 180
  ir_drop_uv: 156
run:
  maxCapViolCount: 0
  warning_count: 47
==> cells by family after synthesis <==
family	count (synthesis)
fa+ha+maj	15
xor+xnor	2
simple gates	211
compound gates	244
mux	10
buf+inv	83
==> path summary, 6_finish.rpt <==
check	from	end	slack, ps	depth (start not counted)
setup / recovery	data[1]	dout[2]	-250	12
hold / removal	data[2]	dout[1]	2140	6
==> cells in the mapped netlist, types with 3 or more instances <==
master,n,area share
nor3_1,31,0.044
a311o_1,3,0.0086
ha_1,15,0.054
nand3_1,8,0.011
a22oi_1,4,0.0086
nor2_1,39,0.042
o21ai_1,9,0.013
o21a_1,4,0.0086
o22ai_1,7,0.013
o211ai_1,10,0.021
mux2i_1,7,0.020
a21oi_1,44,0.063
a2111oi_0,10,0.025
o221ai_1,10,0.025
nand2_1,52,0.056
o311a_1,3,0.0086
a31oi_1,22,0.039
buf_2,34,0.049
nor4_1,5,0.0089
and3_1,4,0.0072
nand2b_1,24,0.043
o31ai_1,8,0.017
nor2b_1,19,0.034
and2_1,5,0.0089
inv_1,5,0.0054
a211oi_1,12,0.026
o311ai_0,5,0.013
a221oi_1,4,0.010
clkbuf_1,23,0.025
nor2_2,4,0.0072
o21ai_0,48,0.069
or3_1,5,0.0089
o2111ai_1,5,0.013
buf_6,8,0.026
a311oi_1,10,0.025
buf_4,9,0.019
==> timing repair <==
item                       in CTS  in global routing
cloned                          2                  1
hold endpoints to repair        0                  0
pin swaps                      61                 31
setup buffers                  25                  3
resized                       152                 36
setup endpoints to repair       8                  8
==> per-layer routing <==
layer | vias to the layer above | routed length [um] | share of wire | track usage
li1 | 2509 | - | - | -
met1 | 2755 | 8370 | 0.36 | 0.689
met2 | 639 | 8920 | 0.39 | 0.751
met3 | 185 | 3820 | 0.16 | 0.176
met4 | 0 | 2050 | 0.088 | 0.310
met5 | - | 0 | 0 | 0
==> cell usage in the layout (no fill, tap or decap), drive strengths merged, types with 5 or more instances in the layout <==
cell     count
nand3        8
mux2i        7
nor2b       20
nand2b      24
o31ai        8
a311oi      11
a2111oi     10
a31oi       22
and2         7
o221ai      10
buf        233
nor3        33
o21ai       57
a21oi       44
nor4         5
o22ai        7
ha          15
or3          5
o211ai      10
o311ai       7
nor2        43
o2111ai      5
nand2       52
a211oi      12
inv          6
==> worst max-delay path: cells and delay by family <==
family / cells / cell delay (ps)
and+or+nand+nor: 2 / 650
buffers and inverters: 5 / 640
adders and majority gates: 1 / 280
AOI/OAI and AO/OA: 4 / 550
==> power breakdown <==
part	internal, mW	switching [mW]	leakage (nW)
Combinational	0.482	0.574	2.38
Sequential	0	0	0
Clock	0	0	0
==> stage by stage <==
stage                     hold WS [ps]  setup WS (ps)  power [mW]   util
after global placement            2450          -1120       0.833  0.601
after CTS                         2060           -143       0.955  0.684
after global routing              2160           -272        1.09  0.703
final                             2140           -254        1.06  0.703
after floorplan                   1640           3.13       0.422      -
after detailed placement          2460          -1080       0.827  0.601
==> layout make-up <==
class / instances / area [um^2] / area share
Multi-Input combinational cell: 482 / 3540 / 0.604
Timing Repair Buffer: 240 / 2150 / 0.367
Inverter: 8 / 40.0 / 0.00683
Tap cell: 105 / 131 / 0.0224
No activity file was given, so power comes from the tool's default toggle rates.
