**flow/config.mk**
```make
export PLATFORM = sky130hd
export DESIGN_NAME = ctrl_logic
export DESIGN_NICKNAME = ctrl_logic
export VERILOG_FILES = /design/flow/design.v
export SDC_FILE = /design/flow/constraint.sdc
export NUM_CORES = 4
export LEC_CHECK = 1
export CORE_AREA = 10 10 645 645
export DIE_AREA = 0 0 655 655
```
**flow/constraint.sdc**
```tcl
current_design ctrl_logic

set clk_period 15.9
set clk_io_pct 0.2

create_clock -name clk0 -period $clk_period [get_ports {clk}]

set non_clock_inputs [all_inputs -no_clocks]
set_input_delay [expr $clk_period * $clk_io_pct] -clock clk0 $non_clock_inputs
set_output_delay [expr $clk_period * $clk_io_pct] -clock clk0 [all_outputs]
```
**flow/design.v**
```verilog
module ctrl_logic #(
parameter DATA_WIDTH = 128
)(
    input clk,
    input rst_n,
    input [7:0] rx_data,
    input rx_valid,
    output logic rx_ready,
    output logic [7:0] tx_data,
    output logic tx_valid,
    input tx_ready,
    output logic [0:0] we,
    output logic [11:0] addr,
    output logic [511:0] dout,
    input [511:0] din,
    output enb
);
    enum {init, valid_pw, bad_pw, idle, get_data, set_data, tx_mem_data, output_done, wait_for_address, load_data, set_count, get_count} next_state, curr_state;
    logic [5:0] byte_counter;
    logic [5:0] byte_counter_d;
    logic [511:0] write_reg;
    logic [1:0] data_type;
    always_ff @(posedge clk or negedge rst_n) begin
        if(!rst_n) begin
            curr_state <= idle;
            byte_counter <= '0;
            write_reg <= 0;
            data_type <= 0;
        end else begin
            curr_state <= curr_state;
            byte_counter <= byte_counter;
            tx_data <= '0;
            tx_valid <= 0;
            rx_ready <= 1;
            write_reg <= write_reg;
            data_type <= data_type;
            case (curr_state)
                idle: begin  
                    tx_valid <= 0;
                    we <= 0;
                    if(rx_valid == 1)
                        data_type <= rx_data[1:0];
                        if(rx_data[7] && rx_valid)  
                            if(rx_data[6:0] == 7'h7F)  
                                curr_state <= get_count;
                            else
                                curr_state <= get_data;  
                        else if(!rx_data[7] && rx_valid)  
                            if(rx_data[6:0] == 7'h7F)  
                                curr_state <= set_count;
                            else
                                curr_state <= set_data;  
                    else
                        curr_state <= idle;
                    byte_counter <= 0;
                end
                get_count: begin
                    tx_valid <= 0;
                    byte_counter <= 6'h00;
                    if(rx_valid) begin
                        addr <= 12'h000;  
                        curr_state <= wait_for_address;  
                    end
                end
                get_data: begin
                    tx_valid <= 0;
                    byte_counter <= 6'h00;
                    if(rx_valid) begin
                        addr <= {2'b00, rx_data+1, data_type};  
                        curr_state <= wait_for_address;  
                    end
                end
                wait_for_address: begin
                    byte_counter <= byte_counter + 1;
                    if(byte_counter == 6'h01) begin 
                        curr_state <= tx_mem_data;
                        byte_counter <= 6'h00;
                    end
                end
                tx_mem_data: begin
                    byte_counter <= byte_counter + 1;
                    tx_data <= din[byte_counter*8 +: 8];
                    tx_valid <= 1;
                    if(byte_counter == 6'h3F)  
                        curr_state <= idle;
                    else
                        curr_state <= tx_mem_data;
                end
                set_count: begin
                    tx_valid <= 0;
                    byte_counter <= 6'h3F;
                    if(rx_valid) begin
                        we <= 1;
                        addr <= 12'h000;
                        curr_state <= load_data;
                        write_reg <= 0;
                    end
                end
                set_data: begin
                    tx_valid <= 0;
                    byte_counter <= 6'h3F;
                    if(rx_valid) begin
                        we <= 1;
                        addr <= {2'b00, rx_data+1, data_type};  
                        curr_state <= load_data;
                        write_reg <= 0;
                    end
                end
                load_data: begin
                    if(rx_valid) begin
                        write_reg[byte_counter*8 +: 8] <= rx_data;
                        byte_counter <= byte_counter - 1; 
                        if(byte_counter == 6'h00) begin  
                            we <= 1;
                            dout[511:8] <= write_reg[511:8];
                            dout[7:0] <= rx_data;  
                            curr_state <= output_done;
                        end else begin
                            we <= 0;
                            dout <= 511'hz;
                            curr_state <= load_data;
                        end
                    end
                end
                output_done: begin
                    byte_counter <= byte_counter + 1;
                    we <= 0;
                    if(byte_counter == 6'b000000) begin
                        addr <= 0;
                        tx_data <= 8'h65;  
                        tx_valid <= 1;
                        curr_state <= output_done;
                    end else if(byte_counter == 6'b000001) begin
                        we <= 0;
                        tx_data <= 8'h6e;  
                        tx_valid <= 1;
                        curr_state <= output_done;
                    end else if(byte_counter == 6'b000010) begin
                        tx_data <= 8'h6f;  
                        tx_valid <= 1;
                        curr_state <= output_done;
                    end else if(byte_counter == 6'b000011) begin
                        tx_data <= 8'h44;  
                        tx_valid <= 1;
                        curr_state <= idle;
                    end
                end
                default: curr_state <= idle;
            endcase
        end
    end
endmodule
```
**flow/run.sh**
```bash
#!/bin/bash
# OpenROAD 26Q1-2900-gdf79404cd8, Yosys 0.63+post, stock flow scripts
make -C /OpenROAD-flow-scripts/flow DESIGN_CONFIG=/design/flow/config.mk WORK_HOME=/design/flow/orfs finish
```
==> summary.log <==
[min_path] Hold Path Class reg2reg
[cells_and_area] Largest register FFs 512
[clock_tree] clock-pin transition on the worst setup and hold timing paths 0.07 ns
[placement] post-place instance area 57800 µm²
[global_route] antenna violations before repair 58
[timing] share of the clock period used by the worst path 0.405
[placement] final RePlAce weighted congestion 0.956
[critical_path] Worst Setup Path Type in2reg
[timing] number of pins with negative max-slew slack in the final report 0
[cells_and_area] Area Overhead vs Synth 53.9%
[critical_path] CP Buf/Inv Count 5
[critical_path] sequence of cells on the critical path clkdlybuf4s50_1, buf_4, and3_4, buf_4, buf_4, buf_4
[route] routed length per placed instance 24.9 µm
[die] I/O pin count 1060
[timing] Tmin final 6.43 ns
[critical_path] cell family contributing the most delay on the critical path buffers and inverters
[critical_path] required time of the worst setup path 16.27 ns
[timing] unrepaired setup endpoints after global routing no
[cells_and_area] fill cell total of the finished layout 43900
[cells_and_area] Register Area 29100 µm²
[clock_tree] total number of clock tree sinks 1054
[yosys] Yosys top cell area share 0.400
[clock_tree] maximum buffer depth of the clock tree 3
[clock_tree] TritonCTS clock tree built
[yosys] summed instance area of the synthesized netlist 40000 µm²
[timing] number of endpoints failing setup at the final stage 0
[route] violation count after the first detailed-route iteration 1938
[clock_tree] clock latency reported for the late side of the worst-skew pair 0.77 ns
[placement] buffers added on ports 1055
[route] antenna violation net count after detailed routing 0
[yosys] register bit count reported by yosys 1054
[timing] final setup TNS 0 ns
[global_route] aggregate global routing overflow 0
[yosys] Top area cell types sky130_fd_sc_hd__edfxtp_1, sky130_fd_sc_hd__dfrtp_1, sky130_fd_sc_hd__a22o_1, sky130_fd_sc_hd__mux4_2, sky130_fd_sc_hd__mux2i_1
[clock_tree] number of resized instances in the post-cts repair step 0
[die] total die area 429000 µm²
[yosys] FFs w/ async S/R, synth 0.494
[critical_path] arrival time at the worst endpoint 6.80 ns
[yosys] largest area contributor in the synthesized netlist sky130_fd_sc_hd__edfxtp_1
[timing] hold slack 0.397 ns
[cells_and_area] final instance area 61600 µm²
[cells_and_area] most instantiated logic cell after routing sky130_fd_sc_hd__clkdlybuf4s50_1
[route] post-route DRC violation count 0
[global_route] first-pass GRT wire length 284 mm
[global_route] vias in the first global route 29500
[timing] Final Hold Fails 0
[clock_tree] buffer cell driving the clock tree root sky130_fd_sc_hd__clkbuf_16
[yosys] count of instantiated cells in the yosys netlist 2351
[clock_tree] H-Tree Level Count 3
[critical_path] Critical-path top delay cell sky130_fd_sc_hd__buf_4
[die] die width 655 µm
[power] worst-case vdd ir drop 122 µV
[global_route] pin count of the biggest net entering global routing 140
[critical_path] crit path capture type flip-flop
[die] initial cell density of the core 0.0995
[yosys] Post-synth EDFFs 533
[outcome] outcome completed
[critical_path] cell mode on critical path sky130_fd_sc_hd__buf_4
[yosys] gate count of the mapped netlist 2351
[yosys] total number of yosys warnings 3
[critical_path] reg2reg start byte_counter[0]
[cells_and_area] share of layout cells above drive strength 1 0.155
[route] length of the first detailed-routing pass in iterations 5
[clock_tree] number of buffers inserted to repair setup after CTS 0
[placement] DP Wirelength 180 mm
[route] drt via density 3.12
[global_route] total global-route track usage 0.101
[route] number of vias after detailed routing 27800
[job] Maximum Capacitance Violations 0
[die] vertical die dimension 655 µm
[timing] Slew headroom 0.164
[power] leak pwr 22.4 nW
[timing] Peak Freq 155 MHz
[critical_path] longest individual stage delay on the worst path 0.74 ns
[critical_path] peak fanout along the critical path 60
[placement] dpl cells 8698
[critical_path] Critical Path Start Type primary input
[yosys] Dominant flop cell sky130_fd_sc_hd__edfxtp_1
[route] wirelength, routed 222 mm
[min_path] source of the worst hold timing path write_reg[388]
[timing] clock skew after layout 0.0568 ns
[job] number of logged tool warnings 43
[yosys] syn avg cell area 17.0 µm²
[yosys] synth unique cells 69
[yosys] sequential share of the synthesized area 0.726
[timing] actual transition at the worst max-transition pin 1.22 ns
[power] total power per unit cell area 143 nW/µm²
[cells_and_area] leading cell types in the layout, fill and taps excluded sky130_fd_sc_hd__clkdlybuf4s50_1, sky130_fd_sc_hd__edfxtp_1, sky130_fd_sc_hd__dfrtp_1
[cells_and_area] final cell count without fillers 8921
[clock_tree] number of CTS-inserted buffers 104
[cells_and_area] combinational gate area 10500 µm²
[die] num rows 233
[die] core region area 402000 µm²
[cells_and_area] core utilization of the finished layout 0.153
[clock_tree] hold_buf cts 0
[critical_path] Crit. Startpoint rx_valid
[yosys] post-synthesis chip area from yosys 40000 µm²
[area by class of cell]
class / count / share of cell area
Antenna cell: 25 / 0.00102
Inverter: 13 / 0.000792
Tap cell: 5287 / 0.107
Clock buffer: 134 / 0.0472
Sequential cell: 1054 / 0.472
Clock inverter: 64 / 0.0133
Timing Repair Buffer: 1192 / 0.189
Multi-Input combinational cell: 1152 / 0.170
[path summary, 6_finish.rpt]
kind	endpoint	slack [ns]	cells after the start
worst max-delay path	dout[488]	9.47	6
worst min-delay path	dout[388]	0.40	0
worst max register to register	tx_data[3]	11.04	7
worst min register to register	dout[388]	0.40	0
max in group asynchronous	write_reg[361]	11.07	4
min in group asynchronous	write_reg[255]	2.40	1
[metal layers]
layer	GRT usage	routed length, µm	vias to the layer above
li1	-	-	11800
met1	0.0994	69000	14200
met2	0.189	122000	1499
met3	0.0337	18000	334
met4	0.0483	13000	14
met5	0	88	-
[power by group]
group | switching, mW | total [mW] | leakage [nW] | internal, mW
Clock | 1.14 | 2.63 | 1.80 | 1.49
Combinational | 1.71 | 2.74 | 8.34 | 1.03
Sequential | 0.231 | 3.46 | 12.2 | 3.23
[through the flow]
step / setup WS (ns) / total power, mW
4_1_cts: 9.41 / 9.07
2_1_floorplan: 5.58 / 4.60
3_5_place_dp: 8.57 / 6.43
5_1_grt: 9.27 / 9.26
3_3_place_gp: 8.65 / 6.41
6_report: 9.47 / 8.83
[cell families after synthesis]
family / share of synthesized area
flops: 0.726
buf+inv: 0.0161
other cells: 0.000188
simple gates: 0.0344
compound gates: 0.139
mux: 0.0802
xor+xnor: 0.00175
fa+ha+maj: 0.00219
[Yosys cell counts (4+ instances only)]
cell / instances
sky130_fd_sc_hd__buf_4: 12
sky130_fd_sc_hd__buf_1: 4
sky130_fd_sc_hd__o221ai_1: 11
sky130_fd_sc_hd__nand2_2: 7
sky130_fd_sc_hd__a21oi_1: 96
sky130_fd_sc_hd__nor2b_1: 5
sky130_fd_sc_hd__nor2_1: 70
sky130_fd_sc_hd__a211oi_1: 6
sky130_fd_sc_hd__nand4_1: 6
sky130_fd_sc_hd__nand2_1: 54
sky130_fd_sc_hd__nand3_1: 12
sky130_fd_sc_hd__a22o_1: 504
sky130_fd_sc_hd__or3_1: 11
sky130_fd_sc_hd__inv_1: 9
sky130_fd_sc_hd__nand2b_1: 4
sky130_fd_sc_hd__dfrtp_1: 520
sky130_fd_sc_hd__mux4_2: 109
sky130_fd_sc_hd__xor2_1: 4
sky130_fd_sc_hd__clkbuf_1: 80
sky130_fd_sc_hd__o21ai_0: 27
sky130_fd_sc_hd__ha_1: 7
sky130_fd_sc_hd__nand3b_1: 4
sky130_fd_sc_hd__and2_1: 4
sky130_fd_sc_hd__mux2i_1: 63
sky130_fd_sc_hd__nor2_2: 35
sky130_fd_sc_hd__a221oi_1: 6
sky130_fd_sc_hd__nor3_1: 11
sky130_fd_sc_hd__o22ai_1: 14
sky130_fd_sc_hd__buf_2: 33
sky130_fd_sc_hd__xnor2_1: 4
sky130_fd_sc_hd__mux2_2: 11
sky130_fd_sc_hd__nor2_4: 16
sky130_fd_sc_hd__edfxtp_1: 533
sky130_fd_sc_hd__a21boi_0: 4
Power is estimated from default activity; no workload was simulated.
